[./run.sh]
#!/bin/bash
# OpenROAD 26Q1-2900-gdf79404cd8, Yosys 0.63+post, stock flow scripts
make -C /OpenROAD-flow-scripts/flow DESIGN_CONFIG=/design/flow/config.mk WORK_HOME=/design/flow/orfs finish
[./config.mk]
export PLATFORM = sky130hd
export DESIGN_NAME = rgb2hsv_clk
export DESIGN_NICKNAME = rgb2hsv_clk
export VERILOG_FILES = /design/flow/design.v
export SDC_FILE = /design/flow/constraint.sdc
export NUM_CORES = 4
export LEC_CHECK = 1
export CORE_UTILIZATION = 40
[./constraint.sdc]
current_design rgb2hsv_clk

set clk_period 16.8
set clk_io_pct 0.2

create_clock -name clk0 -period $clk_period [get_ports {pclk}]

set non_clock_inputs [all_inputs -no_clocks]
set_input_delay [expr $clk_period * $clk_io_pct] -clock clk0 $non_clock_inputs
set_output_delay [expr $clk_period * $clk_io_pct] -clock clk0 [all_outputs]
[./design.v]
module div_rill_clk (
    input clk,
    input rst,  
    input enable,  
    input [31:0] a, 
    input [31:0] b,
    output reg [31:0] yshang,
    output reg [31:0] yyushu,
    output reg done
);
reg[31:0] tempa;
reg[31:0] tempb;
reg[63:0] temp_a;
reg[63:0] temp_b;
reg [31:0] i;
localparam s_idle =  4'b0000;
localparam s_init =  4'b0001;
localparam s_calc1 = 4'b0011;
localparam s_calc2 = 4'b0010;
localparam s_ready = 4'b0110;
localparam s_done =  4'b0111;
reg [3:0] status = s_idle;
always @(posedge clk) begin
    if(rst) begin
        i <= 32'h0;
        tempa <= 32'h1;
        tempb <= 32'h1;
        yshang <= 32'h1;
        yyushu <= 32'h1;
        done <= 1'b0;
        status <= s_idle;
    end else begin
        case(status)
            s_idle: begin
                if(enable) begin
                    tempa <= a;
                    tempb <= b;
                    status <= s_init;
                end else begin
                    i <= 32'h0;
                    tempa <= 32'h1;
                    tempb <= 32'h1;
                    done <= 1'b0;
                    status <= s_idle;
                end
            end
            s_init: begin
                temp_a = {32'h00000000,tempa};
                temp_b = {tempb,32'h00000000};
                status <= s_calc1;
            end
            s_calc1: begin
                if(i < 32) begin
                    temp_a = {temp_a[62:0],1'b0};
                    status <= s_calc2;
                end else begin
                    status <= s_done;
                end
            end
            s_calc2: begin
                if(temp_a[63:32] >= tempb) begin
                    temp_a = temp_a - temp_b + 1'b1;
                end else begin
                    temp_a = temp_a;
                end
                i <= i + 1'b1;  
                status <= s_calc1;
            end
            s_done: begin
                yshang <= temp_a[31:0];
                yyushu <= temp_a[63:32];
                done <= 1'b1;
                status <= s_ready;
            end
            s_ready: begin
                status <= s_idle;
            end
            default: begin
                status <= s_idle;
            end
        endcase
    end
end
endmodule
module rgb2hsv_clk (
    input pclk,
    input rst,  
    input enable,  
    input[23:0] RGB24,
    output[24:0] HSV25,
    output reg hsv_done
);
wire[7:0] Red,Green,Blue;
assign Red = RGB24[23:16];
assign Green = RGB24[15:8];
assign Blue = RGB24[7:0];
reg[7:0] R_reg,G_reg,B_reg;
reg[8:0] Hue;
reg[7:0] Saturation,Value;
assign HSV25[24:16] = Hue;
assign HSV25[15:8] = Saturation;
assign HSV25[7:0] = Value;
reg[7:0] max,min;
reg[14:0] h_dividend;
reg[7:0] h_divisor;
wire[14:0] h_quotient;
reg[8:0] h_add;
reg[16:0] s_dividend;
reg[7:0] s_divisor;
wire[16:0] s_quotient;
reg[7:0] v;
reg sign_flag;
reg enable_div = 0;
wire clac_done;
wire[31:0] yshang_h,yshang_s;
assign h_quotient = yshang_h[14:0];
assign s_quotient = yshang_s[16:0];
localparam s_idle           = 3'b000;
localparam s_init           = 3'b001;
localparam s_div_work       = 3'b011;
localparam s_ready          = 3'b010;
localparam s_done           = 3'b110;
reg [2:0] status = s_idle;
always@(posedge pclk) begin
    if(rst) begin
        R_reg <= 0;
        G_reg <= 0;
        B_reg <= 0;
        Hue <= 0;
        Saturation <= 0;
        Value <= 0;
        hsv_done <= 0;
        status <= s_idle;
    end else begin
        case(status) 
            s_idle: begin
                if(enable) begin
                    R_reg <= Red;
                    G_reg <= Green;
                    B_reg <= Blue;
                    if(Red >= Green) begin
                        if(Red >= Blue) begin
                            max <= Red;
                        end else begin
                            max <= Blue;
                        end
                    end else begin
                        if(Green >= Blue) begin
                            max <= Green;
                        end else begin
                            max <= Blue;
                        end
                    end
                    if(Red <= Green) begin
                        if(Red <= Blue) begin
                            min <= Red;
                        end else begin
                            min <= Blue;
                        end
                    end else begin
                        if(Green <= Blue) begin
                            min <= Green;
                        end else begin
                            min <= Blue;
                        end
                    end                    
                    status <= s_init;
                end else begin
                    R_reg <= 0;
                    G_reg <= 0;
                    B_reg <= 0;
                    hsv_done <= 0;
                    status <= s_idle;                    
                end
            end
            s_init: begin
                if(max == min) begin
                    sign_flag <= 0;
                    h_dividend <= 0;
                    h_divisor <= 1;
                    h_add <= 0;
                    s_dividend <= 0;
                    s_divisor <= 1;
                    v <= max;
                end else if(max == R_reg && G_reg >= B_reg) begin
                    sign_flag <= 0;
                    h_dividend <= 60 * (G_reg - B_reg);
                    h_divisor <= max - min;
                    h_add <= 0;
                    s_dividend <= 255 * (max - min);
                    s_divisor <= max;
                    v <= max;
                end else if(max == R_reg && G_reg < B_reg) begin
                    sign_flag <= 1;
                    h_dividend <= 60 * (B_reg - G_reg);
                    h_divisor <= max - min;
                    h_add <= 360;
                    s_dividend <= 255 * (max - min);
                    s_divisor <= max;
                    v <= max;        
                end else if(max == G_reg) begin
                    if(B_reg >= R_reg) begin
                        sign_flag <= 0;
                        h_dividend <= 60 * (B_reg - R_reg);
                        h_divisor <= max - min;
                        h_add <= 120;
                        s_dividend <= 255 * (max - min);
                        s_divisor <= max;
                        v <= max;          
                    end else begin
                        sign_flag <= 1;
                        h_dividend <= 60 * (R_reg - B_reg);
                        h_divisor <= max - min;
                        h_add <= 120;
                        s_dividend <= 255 * (max - min);
                        s_divisor <= max;
                        v <= max; 
                    end
                end else if(max == B_reg) begin
                    if(R_reg >= G_reg) begin
                        sign_flag <= 0;
                        h_dividend <= 60 * (R_reg - G_reg);
                        h_divisor <= max - min;
                        h_add <= 240;
                        s_dividend <= 255 * (max - min);
                        s_divisor <= max;
                        v <= max;       
                    end else begin
                        sign_flag <= 1;
                        h_dividend <= 60 * (G_reg - R_reg);
                        h_divisor <= max - min;
                        h_add <= 240;
                        s_dividend <= 255 * (max - min);
                        s_divisor <= max;
                        v <= max; 
                    end
                end
                enable_div <= 1;
                status <= s_div_work;
            end
            s_div_work: begin
                enable_div <= 0;
                if(clac_done) begin
                    status <= s_done;
                end else begin
                    status <= s_div_work;
                end
            end
            s_done: begin
                if(sign_flag == 0) 
                    Hue <= (h_quotient + h_add);
                else
                    Hue <= (h_add - h_quotient); 
                Saturation <= s_quotient;
                Value <= v;
                hsv_done <= 1'b1;   
                status <= s_ready;
            end
            s_ready: begin
                hsv_done <= 0;
                status <= s_idle;
            end
            default: begin
                status <= s_idle;
            end
        endcase
    end
end
div_rill_clk div_rill_clk_h (
    .clk(pclk),
    .rst(rst),
    .enable(enable_div),
    .done(clac_done),
    .a({17'b0,h_dividend}),
    .b({24'b0,h_divisor}),
    .yshang(yshang_h),
    .yyushu()
);
div_rill_clk div_rill_clk_s (
    .clk(pclk),
    .rst(rst),
    .enable(enable_div),
    .done(),
    .a({15'b0,s_dividend}),
    .b({24'b0,s_divisor}),
    .yshang(yshang_s),
    .yyushu()
);
endmodule
==> Changelog: implementation <==
### Changed

- Fin crit share: 39.58%
- Global placement routability congestion: 0.9152
- Pre-Repair DR Iteration Count: 5
- CP max stage delay: 0.59 ns
- Crit path max fanout: 5
- Max transition margin: 39.07%
- CP delay by family, top: adder cells
- Clock Path Buffers: 3
- DR iter-0 viols: 1498
- Pre-CTS setup slack: 9.889 ns
- Worst Skew: 0.04545 ns
- Primary FF master, synth: edfxtp_1
- Post-synthesis sequential area ratio: 30.07%
- Crit end category: register
- # Max-Cap Violations: 0
- Synthesized area: 0.03459 mm2
- Wire per inst: 16.48 um
- Height of the chip: 296.1 um
- Post-synth ARST share: 0%
- Max-slew violation count: 0
- Fp_density: 40.49%
- Post-DRT Antenna Nets: 0
- FF-to-FF End: s_dividend[15]
- Chip Area: 0.08765 mm2
- Post-synth EDFFs: 221
- Area Growth Syn to Fin: 9.974%
- Ports: 53
- Via density: 5.242
- Ant diodes: 0
- Synth Instances: 4001
- Fmax: 150.4 MHz
- Number of global-route vias before repair: 25544
- Critical path class: register to register
- Hold path start: div_rill_clk_h.tempb[4]
- Post-CTS Hold Buffers: 0
- Area of the core: 0.08541 mm2
- Die W: 296.1 um
- Worst R2R Path Depth: 27
- CTS resizes: 0
- Latency at later pin: 0.62 ns
- Final setup TNS: 0 ns
- Final Hold Viols: 0
- Yosys warning count: 2
- # DRC: 0
- Critical path buffers and inverters: 5
- Critical path launch point type: register
- TritonCTS Buffers: 50
- Hold depth: 0
- Total number of vias: 27148
- Overall global routing resource usage: 20.37%
- Max VDD drop: 0.2672 mV
- Placed instance area: 0.03633 mm2
- Cell Pwr Density: 186.7 mW/mm2
- First-pass GRT wire length: 137.4 mm
- Avg Cell Area, Syn: 8.645 um2
- CP Data Arrival Time: 6.99 ns
- Ys cells: 4001
- Req. time, crit path: 17.14 ns
- Largest net degree at the start of global routing: 74
- Pleak: 16.02 nW
- Worst r2r src: max[0]
- OpenROAD warnings: 109
- Clock Root Buffer: clkbuf_16
- Final min period: 6.649 ns
- Source of the critical timing path: max[0]
- Num Clock Sinks: 409
- Clock transition at path regs: 0.06 ns
- Final setup fails: 0
- PortBufs: 52
- CTS tree: yes
- Postcts setup bufs: 0
- Hold WC Path Type: register to register
- Synth unique cells: 81
- Design Area, Final: 0.03804 mm2
- Slowest-stage cell, CP: fa_1
- Proportion of layout cells with a drive suffix above 1: 4.511%
- Dpl hpwl: 64.97 mm
- Critical Path Stages: 27
- Yosys Chip Area: 0.03459 mm2
- Total congestion overflow: 0
- Final WS setup: 10.15 ns
- Status: finished, final reports clean
- Worst-margin pin slew: 0.8885 ns
- CTS H-Tree Depth: 2
- Routed WL: 85.33 mm
- WHS Endpoint: div_rill_clk_h.temp_b[36]
- Hold Slack: 0.4498 ns
- Antenna violations before repair: 0
- RSZ-0062 raised after global routing: no
- FF-to-FF setup slack: 10.15 ns
- Cell Rows: 107
- FF+latch count, synth: 409
final cells by class:
cell class / instances / area, um2
tap: 1144 / 1431
inverter: 440 / 1652
timing repair buffer: 89 / 799.5
sequential: 409 / 10400
clock buffer: 62 / 1443
multi-input combinational: 3003 / 22050
clock inverter: 32 / 260.3
fill: 8312 / 47380
worst register-to-register path: cells and delay by family (launching register included):
family	cells	cell delay [ns]
AND-OR/OR-AND	9	1.69
XOR/XNOR	2	0.40
buffers and inverters	5	0.48
flip-flops	1	0.49
adder cells (fa/ha/maj)	8	3.03
AND/OR/NAND/NOR	3	0.31
cell usage after synthesis (11+ instances only):
cell type	n	area share, %
a211o_1	14	0.35
a211oi_1	39	0.85
a21boi_0	11	0.24
a21o_1	96	2.1
a21oi_1	376	5.4
a221oi_1	13	0.33
a22o_1	29	0.73
a311oi_1	13	0.33
a31oi_1	26	0.47
and2_1	25	0.45
and3_1	31	0.56
clkbuf_1	139	1.5
dfxtp_1	188	11
edfxtp_1	221	19
fa_1	117	6.8
ha_1	406	15
inv_1	438	4.8
mux2i_1	26	0.75
nand2_1	396	4.3
nand2b_1	32	0.58
nand3_1	120	1.7
nand4_1	44	0.80
nor2_1	257	2.8
nor2b_1	35	0.63
nor3_1	36	0.52
nor4_1	19	0.34
o211ai_1	22	0.48
o21a_1	55	1.2
o21ai_0	228	3.3
o21ai_1	22	0.32
o21bai_1	80	1.7
o31ai_1	15	0.33
or2_2	24	0.43
or3_1	19	0.34
xnor2_1	163	4.1
xor2_1	97	2.5
metal layers:
layer	share of wire (%)	vias up	GRT usage [%]
met5	0	-	0
met4	2.4	0	4.174
met3	5.3	96	4.069
met2	43	491	29.87
met1	49	12565	32.14
li1	-	13996	-
where the power goes:
part,switching [mW],internal (mW),leakage (nW)
clock,0.458,0.644,0.835
combinational,2.68,2.01,11.6
sequential,0.0533,1.25,3.61
through the flow:
stage	util, %	std cells	power [mW]
after floorplan	-	4001	4.950
after global placement	42.54	5085	6.020
after detailed placement	42.54	5085	6.018
after CTS	44.53	5179	7.168
after global routing	44.53	5179	7.806
final	44.53	5179	7.100
kinds of logic (layout without fill, tap and decap cells):
logic type / Yosys count / count (layout) / synth area share (%)
xor gates and xnor gates: 260 / 260 / 6.584
muxes: 28 / 28 / 0.8176
DFF: 409 / 409 / 30.07
AOI/OAI and AO/OA: 1121 / 1121 / 20.38
and+or+nand+nor: 1071 / 1071 / 14.28
adders and majority gates: 523 / 523 / 21.46
buffers and inverters: 589 / 623 / 6.407
placed cells by master, fill, tap and decap left out, types with 11 or more instances in the layout:
cell type        synthesis  routed
clkdlybuf4s50_1          0      51
a21o_1                  96      96
fa_1                   117     117
a311oi_1                13      13
a211o_1                 14      14
edfxtp_1               221     221
nand4_1                 44      44
and3_1                  31      31
o21bai_1                80      80
or2_2                   24      24
clkbuf_16                0      55
a211oi_1                39      38
a22o_1                  29      29
xor2_1                  97      97
xnor2_1                163     163
nor2_1                 257     253
a21oi_1                376     374
inv_1                  438     438
nor2b_1                 35      35
and2_1                  25      25
a21boi_0                11      11
o21a_1                  55      55
nand3_1                120     120
o21ai_0                228     228
a31oi_1                 26      26
nor3_1                  36      34
buf_4                    0      37
or3_1                   19      19
a221oi_1                13      13
dfxtp_1                188     188
o31ai_1                 15      15
nor4_1                  19      19
clkinv_2                 0      13
ha_1                   406     406
o21ai_1                 22      21
nand2b_1                32      31
mux2i_1                 26      26
o211ai_1                22      22
nand2_1                396     395
how the worst max path moves through the flow:
stage / end / slack, ns
4_1_cts: s_dividend[15] / 10.19
5_1_grt: s_dividend[16] / 9.73
6_report: s_dividend[15] / 10.15
No activity file was given, so power comes from the tool's default toggle rates.
