[flow/config.mk]
export PLATFORM = sky130hd
export DESIGN_NAME = MeanFilter
export DESIGN_NICKNAME = MeanFilter
export VERILOG_FILES = /design/flow/design.v
export SDC_FILE = /design/flow/constraint.sdc
export NUM_CORES = 4
export LEC_CHECK = 1
export CORE_UTILIZATION = 30
[flow/constraint.sdc]
current_design MeanFilter

set clk_period 7.5
set clk_io_pct 0.2

create_clock -name clk0 -period $clk_period [get_ports {wclk}]

set non_clock_inputs [all_inputs -no_clocks]
set_input_delay [expr $clk_period * $clk_io_pct] -clock clk0 $non_clock_inputs
set_output_delay [expr $clk_period * $clk_io_pct] -clock clk0 [all_outputs]
[flow/design.v]
`timescale 1ns / 1ns
module MeanFilter #(parameter N=3,
                    parameter H_cnt_max = 320,
                    parameter V_cnt_max = 240) (
    input wclk,
    input rst,
    input enable,
    output reg[16:0] frame_addr_1_r,
    input[15:0] frame_pixel_1_r,
    output selec_mean,
    output write_mean,
    output read_mean,
    output[15:0] data_wr_in_mean,
    output[18:0] addr_wr_mean,
    output reg done
);
reg enable_write;
reg[4:0] num_write;
reg[18:0] addr_write;
reg[15:0] data_write;
wire done_write;
sram_write sram_write_0 (
    .wclk(wclk),
    .rst(rst),
    .enable(enable_write),
    .num_write(num_write), 
    .addr(addr_write),
    .data(data_write),
    .selec(selec_mean),
    .write(write_mean),
    .read(read_mean),
    .addr_wr(addr_wr_mean),
    .data_wr_in(data_wr_in_mean),
    .done(done_write)
);
reg out_of_range;
reg[2:0] cnt_read_square;
reg[9:0] H_cnt,V_cnt;
reg[16:0] address;
reg[4:0] mean_R;
reg[5:0] mean_G;
reg[4:0] mean_B;
reg[7:0] sum_R;
reg[8:0] sum_G;
reg[7:0] sum_B;
localparam s_idle         = 4'b0000;
localparam s_judge        = 4'b0001;
localparam s_read_square  = 4'b0011;
localparam s_calc_mean    = 4'b0010;
localparam s_set_data     = 4'b1110;
localparam s_done         = 4'b1111;
reg[3:0] status = s_idle;
always @ (posedge wclk) begin
    if(rst) begin
        H_cnt <= 0;
        V_cnt <= 0;
        frame_addr_1_r <= 0;
        enable_write <= 0;
        addr_write <= 0;
        data_write <= 0;
        done <= 0;
        status <= s_idle;
    end else begin
        case(status)
            s_idle: begin
                H_cnt <= 0;
                V_cnt <= 0;
                enable_write <= 0;
                done <= 0;
                if(enable) begin
                    status <= s_judge;
                end
            end
            s_judge: begin
                address <= V_cnt * H_cnt_max + H_cnt;
                if(H_cnt < 1 || H_cnt > H_cnt_max - 2 || V_cnt < 1 || V_cnt > V_cnt_max - 2) begin
                    frame_addr_1_r <= V_cnt * H_cnt_max + H_cnt;
                    out_of_range <= 1;
                    status <= s_set_data;
                end else begin
                    frame_addr_1_r <= (V_cnt - 1) * H_cnt_max + H_cnt - 1; 
                    cnt_read_square <= 7;
                    sum_R <= 0;
                    sum_G <= 0;
                    sum_B <= 0;
                    out_of_range <= 0;
                    status <= s_read_square;
                end
            end
            s_read_square: begin  
                cnt_read_square <= cnt_read_square - 1;
                case(cnt_read_square)
                    7: begin
                        frame_addr_1_r <= (V_cnt + 1) * H_cnt_max + H_cnt;                        
                    end
                    6: begin
                        frame_addr_1_r <= (V_cnt + 1) * H_cnt_max + H_cnt + 1;                    
                    end
                    5: begin
                        frame_addr_1_r <= (V_cnt - 1) * H_cnt_max + H_cnt;
                    end
                    4: begin
                        frame_addr_1_r <= (V_cnt - 1) * H_cnt_max + H_cnt + 1;
                    end
                    3: begin
                        frame_addr_1_r <= (V_cnt) * H_cnt_max + H_cnt + 1;                   
                    end
                    2: begin
                        frame_addr_1_r <= (V_cnt) * H_cnt_max + H_cnt - 1;
                    end
                    1: begin
                        frame_addr_1_r <= (V_cnt + 1) * H_cnt_max + H_cnt - 1;
                    end
                    default: begin
                        frame_addr_1_r <= 0;
                    end
                endcase
                sum_R <= sum_R + frame_pixel_1_r[15:11];
                sum_G <= sum_G + frame_pixel_1_r[10:5];
                sum_B <= sum_B + frame_pixel_1_r[4:0];   
                if(cnt_read_square == 0) begin
                    mean_R <= sum_R[7:3];
                    mean_G <= sum_G[8:3];
                    mean_B <= sum_B[7:3];
                    status <= s_set_data;
                end else begin             
                    status <= s_read_square;
                end
            end
            s_set_data: begin
                if(H_cnt == H_cnt_max - 1) begin
                    H_cnt <= 0;
                    if(V_cnt == V_cnt_max - 1) begin
                        V_cnt <= 0;
                        done <= 1;
                        status <= s_done;
                    end else begin
                        V_cnt <= V_cnt + 1;
                        status <= s_judge;
                    end
                end else begin
                    H_cnt <= H_cnt + 1;
                    status <= s_judge;
                end
                enable_write <= 1;
                num_write <= 1;
                addr_write <= {2'b0,address};
                if(out_of_range) begin
                    data_write <= frame_pixel_1_r;    
                end else begin
                    data_write <= {mean_R,mean_G,mean_B}; 
                end
            end
            s_done: begin
                done <= 0;
                status <= s_idle;
            end
            default: begin
                status <= s_idle;
            end
        endcase
    end
end 
endmodule
`timescale 1ns / 1ns
module sram_write(
    input wclk,
    input rst,
    input enable,
    input[4:0] num_write,  
    input[18:0] addr,
    input[15:0] data,
    output reg selec,
    output reg write,
    output reg read,
    output reg[18:0] addr_wr,
    output reg[15:0] data_wr_in,
    output reg done
);
reg[4:0] count_write;
localparam s_idle     = 4'b0000;
localparam s_write    = 4'b0001;
localparam s_write_wait = 4'b0010;
reg[3:0] status = s_idle;
always @ (posedge wclk) begin
    if(rst) begin
        selec  <= 0;
        write  <= 0;
        read   <= 0;
        addr_wr  <= 0;
        data_wr_in <= 0;
        count_write <= 0;
        done <= 0;
        status <= s_idle;
    end else begin
        case(status)
            s_idle: begin
                done <= 0;
                selec <= 1;
                write <= 1;
                read <= 0;
                addr_wr <= addr;
                data_wr_in <= data;
                count_write <= num_write;
                if(enable) begin
                    status <= s_write_wait;
                end
            end
            s_write: begin
                count_write <= count_write - 1;
                if(count_write == 1) begin
                    done <= 1;
                    status <= s_idle;
                end else begin
                    addr_wr  <= addr;
                    data_wr_in <= data;
                    status <= s_write_wait;
                end
            end
            s_write_wait: begin
                status <= s_write;
            end
            default: begin
                status <= s_idle;
            end
        endcase
    end
end
endmodule
[flow/run.sh]
#!/bin/bash
# OpenROAD 26Q1-2900-gdf79404cd8, Yosys 0.63+post, stock flow scripts
make -C /OpenROAD-flow-scripts/flow DESIGN_CONFIG=/design/flow/config.mk WORK_HOME=/design/flow/orfs finish
==> flow_metrics.env <==
# implementation run metrics
export IMPL_status="finished clean"
export IMPL_worst_slew_pin_slew_ps=845
export IMPL_rr_endpoint="frame_addr_1_r[16]"
export IMPL_path_clk_slew_ps=80
export IMPL_antenna_found_initial=0
export IMPL_power_leakage_nw=5.65
export IMPL_layout_cells_non_filler=2000
export IMPL_crit_chain="ha_1, and3_1, nand3_1, xnor2_1, ha_1, ha_1, and3b_1, a211o_1, or3b_1, nand4_1, xnor2_1, ha_1, a211o_1, o31ai_1, a21oi_1, xor2_1, mux2i_1, nor4_2, a211oi_2"
export IMPL_period_minus_slack_ps=5240
export IMPL_clock_latency_ps=430
export IMPL_required_ps=7860
export IMPL_setup_viol=0
export IMPL_r2r_start="V_cnt[1]"
export IMPL_areaGrowthSynthToFinish_pct=14.7
export IMPL_tritoncts="built"
export IMPL_reg2reg_depth=19
export IMPL_crit_path_top_delay_cell="dfxtp_1"
export IMPL_clk_path_buf_depth=2
export IMPL_whs_path_depth=2
export IMPL_cts_buffers=17
export IMPL_cts_root_buf="clkbuf_16"
export IMPL_ant_nets=0
export IMPL_cp_common_cell="ha_1"
export IMPL_ys_cells=1416
export IMPL_design_area_um2=14200
export IMPL_cts_setup_buffers=0
export IMPL_holdPathEnd="sram_write_0.data_wr_in[4]"
export IMPL_pin_count=75
export IMPL_syn_inst=1416
export IMPL_cts_sinks=178
export IMPL_diodes=0
export IMPL_ys_types=83
export IMPL_grt_pass1_wl_mm=52.9
export IMPL_register_area_um2=4180
export IMPL_critPathLaunchType="register"
export IMPL_crit_arrival_ps=5600
export IMPL_ir_drop_uv=149
export IMPL_placedCellCount=1968
export IMPL_htreeDepth=4
export IMPL_hpwl_mm=24.5
export IMPL_ys_seq_share_pct=33.8
export IMPL_period_used_pct=69.8
export IMPL_ctsHoldBuffers=0
export IMPL_synth_seq_cells=178
export IMPL_synth_edff_count=62
export IMPL_multiInputGateArea_um2=7750
export IMPL_hold_ws_ps=451
export IMPL_io_buffer_count=71
export IMPL_slowest_delay_ps=580
export IMPL_finalClockSkew_ps=11.2
export IMPL_rows=74
export IMPL_postSynthAreaPerCell_um2=8.75
export IMPL_wl_per_cell_um=16.4
export IMPL_globalRoute_totalOverflow=0
export IMPL_drt_iter0_drc=606
export IMPL_drc=0
export IMPL_placed_area_um2=13600
export IMPL_rrSetupSlack_ps=2260
export IMPL_die_w_um=205
export IMPL_worstSetupPathType="reg2reg"
export IMPL_coreArea_um2=40700
export IMPL_initCoreUtil_pct=30.4
export IMPL_async_flop_share_pct=0
export IMPL_log_warning_count=35
export IMPL_fmax_mhz=191
export IMPL_syn_cell_area_um2=12400
export IMPL_vias_per_cell=5.11
export IMPL_grt_pass1_vias=9775
export IMPL_place_congestion=0.930
export IMPL_cts_resized=0
export IMPL_num_fill_cells=4125
export IMPL_final_hold_violation_count=0
export IMPL_first_pass_iters=5
export IMPL_min_from="data_write[4]"
export IMPL_hold_path_class="reg2reg"
export IMPL_worst_path_dominant_cell_family="simple AND/OR/NAND/NOR gates"
export IMPL_ys_warnings_count=2
export IMPL_die_h_um=205
export IMPL_rsz0062_at_grt="false"
export IMPL_powerDensity_nw_per_um2=146
export IMPL_ys_area_um2=12400
export IMPL_ff_type="dfxtp_1"
export IMPL_drive_gt1_share_pct=5.99
export IMPL_path_max_fanout=11
export IMPL_grt_start_max_net_pins=59
export IMPL_path_depth=19
export IMPL_tns_ps=0
export IMPL_endpoint_kind="register"
export IMPL_vias=10200
export IMPL_slew_violations=0
export IMPL_worst_path_buf_inv=0
export IMPL_dieArea_um2=42100
export IMPL_wirelength_mm=32.7
export IMPL_maxCapViolCount=0
export IMPL_slew_headroom_pct=43.5
export IMPL_grt_usage_pct=16.3
-- sequential cells by signal, summed over array words and instances, names as in the netlist, 5 cells and up --
name                      count
data_write                   16
mean_G                        6
addr_write                   17
address                      17
sram_write_0.data_wr_in      16
sum_R                         8
sum_B                         8
H_cnt                        10
sram_write_0.addr_wr         17
sram_write_0.count_write      5
sum_G                         9
frame_addr_1_r               17
V_cnt                        10
mean_B                        5
mean_R                        5
-- where the power goes --
| group | internal (W) | switching (W) | total (W) |
|---|---|---|---|
| clock | 0.000505 | 0.000385 | 0.000890 |
| sequential | 0.00101 | 0.0000119 | 0.00102 |
| combinational | 0.0000660 | 0.0000879 | 0.000154 |
| total | 0.00158 | 0.000485 | 0.00207 |
-- cells in the final DEF (no fill, tap or decap), types with 32 or more instances in the layout --
cell type / n
nand2_1: 152
nor2_1: 132
a21oi_1: 124
dfxtp_1: 116
ha_1: 114
clkdlybuf4s50_1: 70
o21ai_0: 69
edfxtp_1: 62
xnor2_1: 60
xor2_1: 45
nor3_1: 45
inv_1: 44
a211oi_1: 32
-- worst max path at each step --
stage | startpoint | end | slack, ps
after CTS | V_cnt[1] | frame_addr_1_r[16] | 2270
after global routing | V_cnt[1] | frame_addr_1_r[16] | 1880
final | V_cnt[1] | frame_addr_1_r[16] | 2260
-- worst reg2reg max path, delay by kind of cell (launching register included) --
kind	cells	cell delay (ps)
simple gates	6	1440
fa+ha+maj	4	1320
xor+xnor	3	570
mux	1	240
flops	1	580
compound gates	5	1010
-- per-layer routing --
layer | track usage (%) | vias to the layer above | part of all wire, %
li1 | - | 5210 | -
met1 | 24.3 | 4694 | 48
met2 | 24.6 | 274 | 43
met3 | 3.64 | 41 | 6.5
met4 | 3.25 | 0 | 2.3
met5 | 0 | - | 0
-- logic make-up (layout without fill, tap and decap cells) --
kind of cell    Yosys count  in the layout  share of synthesized area (%)
compound gates          368            368                           19.9
xor+xnor                108            108                           7.98
fa+ha+maj               125            125                           13.3
buf+inv                 116            166                           3.95
flops                   178            178                           33.8
mux                      23             23                           1.87
other cells               1              3                         0.0303
simple gates            497            497                           19.2
-- synthesized netlist by cell type, types with 11 or more instances --
| cell | instances | area (um2) |
|---|---|---|
| a21oi_1 | 124 | 621 |
| xor2_1 | 45 | 394 |
| mux2i_1 | 22 | 220 |
| fa_1 | 11 | 220 |
| o21ai_0 | 69 | 345 |
| inv_1 | 44 | 165 |
| nor2_1 | 133 | 499 |
| and3_1 | 16 | 100 |
| o221ai_1 | 11 | 96.3 |
| nor2b_1 | 25 | 156 |
| nand2_1 | 152 | 571 |
| or3_1 | 13 | 81.3 |
| nand2b_1 | 15 | 93.8 |
| a211oi_1 | 32 | 240 |
| nor3_1 | 47 | 235 |
| a221oi_1 | 11 | 96.3 |
| edfxtp_1 | 62 | 1860 |
| clkbuf_1 | 57 | 214 |
| ha_1 | 114 | 1430 |
| dfxtp_1 | 116 | 2320 |
| nand3_1 | 28 | 140 |
| a21o_1 | 27 | 203 |
| xnor2_1 | 60 | 526 |
-- final cells by class --
cell class,count,share of cell area (%)
flip-flops and latches,178,29.4
inverters,44,1.16
well taps,532,4.68
repair buffers,90,5.99
clock buffers,25,3.79
clock inverters,7,0.387
multi-input cells,1124,54.6
-- through the flow --
step	setup WS (ps)	power [W]	util [%]
after CTS	2270	0.00209	34.9
final	2260	0.00207	34.9
after detailed placement	2330	0.00120	33.4
after global routing	1880	0.00215	34.9
after global placement	2430	0.00120	33.4
after floorplan	2750	0.00113	-
No activity file was given, so power comes from the tool's default toggle rates.
